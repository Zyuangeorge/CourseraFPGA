===== flow/constraint.sdc =====
current_design FIFO8x9

set clk_period 3.0
set clk_io_pct 0.2

create_clock -name clk0 -period $clk_period [get_ports {clk}]

set non_clock_inputs [all_inputs -no_clocks]
set_input_delay [expr $clk_period * $clk_io_pct] -clock clk0 $non_clock_inputs
set_output_delay [expr $clk_period * $clk_io_pct] -clock clk0 [all_outputs]

===== flow/design.v =====
module FIFO8x9(
  input clk,                 
  input rst,                 
  input RdPtrClr,            
  input WrPtrClr,            
  input RdInc,               
  input WrInc,               
  input [8:0] DataIn,        
  output reg [8:0] DataOut,  
  input rden,                
  input wren                 
);
  reg [8:0] fifo_array[7:0];   
  reg [2:0] wrptr, rdptr;      
  always @(posedge clk or posedge rst) begin
    if (rst) begin
      wrptr <= 3'b000;           
    end else if (WrPtrClr) begin
      wrptr <= 3'b000;           
    end else if (wren && WrInc) begin
      fifo_array[wrptr] <= DataIn;  
      wrptr <= wrptr + 1;         
    end
  end
  always @(posedge clk or posedge rst) begin
    if (rst) begin
      rdptr <= 3'b000;           
    end else if (RdPtrClr) begin
      rdptr <= 3'b000;           
    end else if (rden && RdInc) begin
      DataOut <= fifo_array[rdptr];  
      rdptr <= rdptr + 1;         
    end else if (!rden) begin
      DataOut <= 9'bZ;            
    end
  end
endmodule

===== flow/config.mk =====
export PLATFORM = sky130hd
export DESIGN_NAME = FIFO8x9
export DESIGN_NICKNAME = FIFO8x9
export VERILOG_FILES = /design/flow/design.v
export SDC_FILE = /design/flow/constraint.sdc
export NUM_CORES = 4
export LEC_CHECK = 1
export CORE_UTILIZATION = 50

===== flow/run.sh =====
#!/bin/bash
# OpenROAD 26Q1-2900-gdf79404cd8, Yosys 0.63+post, stock flow scripts
make -C /OpenROAD-flow-scripts/flow DESIGN_CONFIG=/design/flow/config.mk WORK_HOME=/design/flow/orfs finish

==> impl_metrics.yaml <==
# yosys + openroad results
synthesis:
  flop_cell: "edfxtp_1"
  syn-instance-count: 212
  yosys_warnings: 3
  synth_flops: 87
  synth.cellmix.adderShare_pct: 4.310
  synth.distinct_cells: 27
  xor_area_share_pct: 0.5029
  synth_top_area_share_pct: 69.83
  ys_chip_area_um2: 3483
  syn_area_um2: 3483
  yosysTopAreaCell: "edfxtp_1"
  async_flop_share_pct: 6.897
  synth-edff-count: 81
  netlist_top_cells_area: "edfxtp_1 (70%), dfrtp_1 (4.3%), ha_1 (4.3%)"
  yosys_cells: 212
  ys_seq_share_pct: 74.14
  syn_avg_cell_area_um2: 16.43
  logic_family: "AND-OR/OR-AND gates"
  synth.mux.area_fraction_pct: 2.909
  ys_sh_aoi_pct: 8.621
  simple_gate_share_pct: 6.789
sta:
  grt_setup_unrepaired: "no"
  clock_skew_ps: 9.089
  fmax_mhz: 389.9
  final-hold-violation-count: 0
  finalCritPeriodShare_pct: 85.48
  worst_pin_slew_ps: 738.3
  min_period_ps: 2564
  maxSlewHeadroom_pct: 50.68
  setup_tns_ps: 0
  setup_viol: 0
  drv_slew: 0
power:
  ir_worst_vdd_mv: 0.3099
  leakagePower_nw: 1.342
  power_density_nw_per_um2: 599.5
cts:
  cts_buffer_depth: 2
  cts_setup_buffers: 0
  path_clk_slew_ps: 80
  cts_sinks: 87
  insertion_delay_ps: 350
  cts_buffers: 9
  cts_root_buffer: "clkbuf_8"
  cts_hold_buf: 0
  cts_resized: 0
  cts_tree: "done"
  cts_max_level: 3
route:
  drc: 0
  vias_per_cell: 5.981
  final_antenna_net_count: 0
  wirelength_um: 6643
  drt-initial-drc-count: 136
  wl_per_cell_um: 20.50
  firstDrtPassIters: 5
  dr_total_vias: 1938
  antenna_cells: 0
global_route:
  grt_max_degree: 21
  overflow: 0
  antenna_found_initial: 0
  grt_use_total_pct: 22.15
  grt_pass1_wl_um: 10800
  grt_pass1_vias: 2068
worst_setup_path:
  crit_path_end_kind: "flop"
  crit_arrival_ps: 2750
  start_kind: "flop"
  worstPathMaxFanout: 10
  crit_type: "reg2reg"
  crit_required_ps: 3180
placement:
  port_buffers: 25
  dp.cells: 308
  place_congestion: 0.9021
  hpwl_um: 4573
final_layout:
  drive_gt1_share_pct: 11.48
  logic_area_um2: 805.8
  finalNonFillerCells: 324
  area_growth_syn_to_layout_pct: 15.01
  flop_area_um2: 2582
  fin_util_pct: 59.30
  n_fill_cell: 511
floorplanning:
  initial_utilization_pct: 51.56
  rows: 30
  fp.dieW_um: 85.47
  die_h_um: 85.47
  die_area_um2: 7304
  core_um2: 6756
  io_pins: 26
min_path:
  min_path_type: "reg2reg"
job:
  warnings: 33
  cap_viol_max_count: 0
status:
  status: "complete, no violations"
## worst max-delay path, stage by stage (launching register included)
cell,delay [ps]
dfrtp_1,420
ha_1,220
ha_1,350
or4_4,670
or2_0,460
a41oi_2,290
## sequential cells by signal, indices dropped and copies added (netlist names)
register    count
fifo_array     72
rdptr           3
wrptr           3
DataOut         9
## cells in the final DEF (no fill, tap or decap), types with 8 or more instances in the layout
master | synthesis | final
a22o_1 | 9 | 9
mux2_2 | 9 | 9
inv_1 | 8 | 8
a222oi_1 | 9 | 9
clkbuf_8 | 0 | 10
ha_1 | 12 | 12
nor3_1 | 10 | 10
clkdlybuf4s50_1 | 0 | 25
a41oi_1 | 8 | 8
edfxtp_1 | 81 | 81
nand2_1 | 22 | 22
## metal layers
layer | part of all wire (%) | global-route usage (%) | up-vias
met1 | 42 | 35.04 | 941
met5 | 0 | 0 | -
met3 | 13 | 14.12 | 5
met4 | 0.89 | 1.818 | 0
li1 | - | - | 887
met2 | 45 | 30.62 | 105
## cells in the mapped netlist (2+ instances only)
cell type / n
a21oi_1: 4
a222oi_1: 9
a22o_1: 9
a311oi_1: 2
a41oi_1: 8
and2_1: 6
and3_1: 3
buf_1: 2
buf_6: 3
clkbuf_1: 5
dfrtp_1: 6
edfxtp_1: 81
ha_1: 12
inv_1: 8
mux2_2: 9
nand2_1: 22
nand3_1: 2
nor2_1: 2
nor3_1: 10
xnor2_1: 2
## per-stage QoR
step | power [mW] | instance area (um^2) | setup slack (ps) | hold slack (ps)
floorplan | 1.475 | 3483 | 341.2 | 391.0
global placement | 1.550 | 3784 | 518.6 | 554.2
detailed placement | 1.552 | 3784 | 465.4 | 573.8
CTS | 2.421 | 4006 | 450.8 | 585.6
global route | 2.488 | 4006 | 349.9 | 622.7
finish | 2.402 | 4006 | 435.5 | 583.0
## power breakdown
group | internal [mW] | switching [mW]
Clock | 0.493 | 0.383
Sequential | 1.35 | 0.00825
Combinational | 0.0754 | 0.0947
Total | 1.92 | 0.486
## cells by family after synthesis
logic type	count (synthesis)
compound gates	34
fa+ha+maj	12
xor+xnor	2
flops	87
simple gates	49
buf+inv	19
mux	9
## worst paths after layout
kind,startpoint,end,slack (ps),cells past startpoint
worst min register to register,wrptr[1],wrptr[1],580,2
worst min-delay path,wrptr[1],wrptr[1],580,2
worst max-delay path,rdptr[1],DataOut[4],440,5
worst max register to register,rdptr[1],DataOut[4],440,5
min in group asynchronous,rst,rdptr[2],600,2
max in group asynchronous,rst,rdptr[1],2190,2
## area by class of cell
type                    count  share of cell area [%]
well taps                  80                   2.498
flip-flops and latches     87                   64.46
clock inverters             5                   2.030
inverters                   8                  0.7495
repair buffers             27                   6.621
clock buffers              11                   3.529
multi-input cells         106                   20.11
Power and IR drop assume default switching activity.
