==> /design/flow/design.v <==
module RAM128x32 
#(
  parameter Data_width = 32,   
            Addr_width = 7     
)
(
  input wire clk,                       
  input wire we,                        
  input wire [(Addr_width-1):0] address,   
  input wire [(Data_width-1):0] d,         
  output reg [(Data_width-1):0] q          
);
  reg [Data_width-1:0] memory [0:(2**Addr_width)-1];
  always @(posedge clk) begin
    if (we) begin
      memory[address] <= d;
    end
    q <= memory[address];
  end
endmodule
==> /design/flow/run.sh <==
#!/bin/bash
# OpenROAD 26Q1-2900-gdf79404cd8, Yosys 0.63+post, stock flow scripts
make -C /OpenROAD-flow-scripts/flow DESIGN_CONFIG=/design/flow/config.mk WORK_HOME=/design/flow/orfs finish
==> /design/flow/config.mk <==
export PLATFORM = sky130hd
export DESIGN_NAME = RAM128x32
export DESIGN_NICKNAME = RAM128x32
export VERILOG_FILES = /design/flow/design.v
export SDC_FILE = /design/flow/constraint.sdc
export NUM_CORES = 4
export LEC_CHECK = 1
export CORE_UTILIZATION = 50
==> /design/flow/constraint.sdc <==
current_design RAM128x32

set clk_period 92.3
set clk_io_pct 0.2

create_clock -name clk0 -period $clk_period [get_ports {clk}]

set non_clock_inputs [all_inputs -no_clocks]
set_input_delay [expr $clk_period * $clk_io_pct] -clock clk0 $non_clock_inputs
set_output_delay [expr $clk_period * $clk_io_pct] -clock clk0 [all_outputs]
==> flow_metrics.env <==
# source this file to load flow results
export IMPL_status="finished, final reports clean"
export IMPL_hold_viol=0
export IMPL_cp_required_ns=93.14
export IMPL_floorplanUtilization_pct=50.3
export IMPL_largest_area_cell="edfxtp_1"
export IMPL_netlist_top_cells_count="edfxtp_1, a221oi_1, a22oi_1"
export IMPL_drc_errors=0
export IMPL_netlist_top_cells_area="edfxtp_1, a221oi_1, a22oi_1"
export IMPL_dpl_cell_count=12978
export IMPL_yosys_cells=8954
export IMPL_top_cell="edfxtp_1"
export IMPL_slowest_stage="or4_1"
export IMPL_dpl_cell_area_sq_um=165000
export IMPL_die_area_sq_um=317000
export IMPL_period_used_pct=24.9
export IMPL_cts_buffers=418
export IMPL_worst_slew_pin_slew_ns=1.49
export IMPL_die_height_um=563
export IMPL_worst_setup_path_end_kind="flip-flop"
export IMPL_io_pins=73
export IMPL_routed_wl_um=571000
export IMPL_design_area_sq_um=179000
export IMPL_slew_violations=0
export IMPL_power_leakage_nw=55.5
export IMPL_ys_warn_count=1
export IMPL_hp_class="reg2reg"
export IMPL_num_vias=94274
export IMPL_yosysSeqAreaShare_pct=78.6
export IMPL_slew_headroom_pct=0.592
export IMPL_crit_path_start_kind="primary input"
export IMPL_path_clk_slew_ns=0.06
export IMPL_top_area_share_pct=78.2
export IMPL_areaGrowthSynthToFinish_pct=13.9
export IMPL_routedWlPerCell_um=41.3
export IMPL_grt_max_degree=110
export IMPL_place_ws_ns=68.53
export IMPL_clkLatencyLatePin_ns=1.01
export IMPL_post_route_min_period_ns=23.03
export IMPL_ys_types=76
export IMPL_tns_ns=0
export IMPL_syn_avg_cell_area_sq_um=17.6
export IMPL_coreArea_sq_um=312000
export IMPL_gr_usage_all_layers_pct=40.8
export IMPL_ctsResizeCount=0
export IMPL_cts_max_path_buffers=4
export IMPL_drt_iter0_drc=7863
export IMPL_synth_area_sq_um=157000
export IMPL_post_dp_hpwl_um=340000
export IMPL_num_rows=205
export IMPL_hold_buffers=0
export IMPL_max_stage_delay_ns=0.75
export IMPL_path_class="in2reg"
export IMPL_ys_async_sr_fraction_pct=0
export IMPL_numPortBuffers=72
export IMPL_clockRootBuffer="clkbuf_16"
export IMPL_cap_violations=0
export IMPL_fp_dieW_um=563
export IMPL_synth_edff_count=4096
export IMPL_cp_arrival_ns=23.87
export IMPL_ys_chip_area_sq_um=157000
export IMPL_stdcell_count=13827
export IMPL_antenna_found_initial=56
export IMPL_fmax_mhz=43.4
export IMPL_synth_seq_cells=4128
export IMPL_cts_tree="built"
export IMPL_htree_levels=5
export IMPL_drt_first_pass_iters=6
export IMPL_worstPathCellList="buf_8 -> buf_4 -> buf_4 -> inv_8 -> buf_4 -> buf_4 -> a221oi_1 -> o22ai_1 -> a22oi_1 -> o2111ai_1 -> or4_1"
export IMPL_gp_congestion=0.992
export IMPL_finalWorstSetupSlack_ns=69.27
export IMPL_setup_viol=0
export IMPL_grt_pass1_vias=98051
export IMPL_crit_path_frequent_cell="buf_4"
export IMPL_layout_drive_gt1_share_pct=18.0
export IMPL_rsz0062_at_grt="no"
export IMPL_route_antenna_remaining_nets=0
export IMPL_pwr_density_cell_nw_per_um2=22.4
export IMPL_post_cts_buffers=0
export IMPL_tool_warnings=30
export IMPL_syn_inst=8954
export IMPL_viasPerCell=6.82
export IMPL_gr_total_overflow=0
export IMPL_finClkSkew_ns=0.0834
export IMPL_cp_max_fo=53
export IMPL_grt_pass1_wl_um=783000
export IMPL_final_util_pct=57.3
export IMPL_ir_worst_vdd_v=0.0000181
export IMPL_flop_cell="edfxtp_1"
export IMPL_cts_num_sinks=4128
## path summary, 6_finish.rpt
| kind | start | endpoint | slack, ns | cells after the start |
|---|---|---|---|---|
| worst min register to register | memory[4][8] | q[8] | 0.70 | 4 |
| worst max register to register | memory[97][26] | q[26] | 88.96 | 7 |
| worst max-delay path | address[2] | q[20] | 69.27 | 11 |
| worst min-delay path | memory[4][8] | q[8] | 0.70 | 4 |
## metrics by stage
step	hold WS [ns]	total power, mW
2_1_floorplan	0.551	2.21
3_3_place_gp	0.668	2.36
3_5_place_dp	0.697	2.36
4_1_cts	0.699	4.01
5_1_grt	0.776	4.10
6_report	0.701	4.01
## kinds of logic after synthesis
group,Yosys count,synth area share (%)
flops,4128,78.6
compound gates,2731,12.8
simple gates,885,2.73
buf+inv,734,2.02
mux,476,3.81
## sequential cells by signal (all words and copies together) (netlist names)
signal,count
memory,4096
q,32
## metal layers
layer	GRT usage, %	share of wire (%)	routed length (um)
met4	18.7	6.1	34800
met1	45.3	28	163000
met3	38.2	22	126000
met5	9.59	0.62	3530
met2	52.7	43	244000
## power by group
group          internal, mW  leakage, nW  total [mW]  switching (mW)
clock network         0.952         6.60        1.68           0.723
logic                0.0624         11.8       0.251           0.189
registers              2.07         37.1        2.08          0.0101
## placed cells by master (no fill, tap or decap), drive strengths merged, types with 49 or more instances in the layout
cell	count
edfxtp	4096
a221oi	847
buf	580
clkbuf	503
a22oi	468
a21oi	425
o21ai	326
nor2	291
mux2	279
nand2	241
clkinv	207
o22ai	170
mux2i	127
nor2b	108
diode	77
mux4	70
a221o	64
o221ai	49
## area by class of cell
| type | instances | area [sq um] |
|---|---|---|
| Multi-Input combinational cell | 4092 | 31700 |
| Clock inverter | 265 | 2690 |
| Inverter | 7 | 50.0 |
| Tap cell | 4140 | 5180 |
| Timing Repair Buffer | 615 | 4870 |
| Sequential cell | 4128 | 124000 |
| Fill cell | 22507 | 133000 |
| Clock buffer | 503 | 10900 |
| Antenna cell | 77 | 193 |
## worst max-delay path, delay by kind of cell
kind,cells,cell delay [ns]
AND-OR/OR-AND,4,1.56
buffers and inverters,6,2.74
AND/OR/NAND/NOR,1,0.75
No activity file was given, so power comes from the tool's default toggle rates.
