==> flow/run.sh <==
#!/bin/bash
# OpenROAD 26Q1-2900-gdf79404cd8, Yosys 0.63+post, stock flow scripts
make -C /OpenROAD-flow-scripts/flow DESIGN_CONFIG=/design/flow/config.mk WORK_HOME=/design/flow/orfs finish
==> flow/config.mk <==
export PLATFORM = sky130hd
export DESIGN_NAME = ALU
export DESIGN_NICKNAME = ALU
export VERILOG_FILES = /design/flow/design.v
export SDC_FILE = /design/flow/constraint.sdc
export NUM_CORES = 4
export LEC_CHECK = 1
export CORE_UTILIZATION = 50
==> flow/constraint.sdc <==
current_design ALU

set clk_period 35.0
set clk_io_pct 0.2

create_clock -name clk0 -period $clk_period

set non_clock_inputs [all_inputs -no_clocks]
set_input_delay [expr $clk_period * $clk_io_pct] -clock clk0 $non_clock_inputs
set_output_delay [expr $clk_period * $clk_io_pct] -clock clk0 [all_outputs]
==> flow/design.v <==
module ALU (
  input [2:0] Op_code,     
  input [31:0] A, B,       
  output reg [31:0] Y      
);
  always @(*) begin
    case (Op_code)
      3'b000: Y = A;               
      3'b001: Y = A + B;           
      3'b010: Y = A - B;           
      3'b011: Y = A & B;           
      3'b100: Y = A | B;           
      3'b101: Y = A + 1;           
      3'b110: Y = A - 1;           
      3'b111: Y = B;               
      default: Y = 32'b0;          
    endcase
  end
endmodule
==> Changelog: implementation <==
### Changed

- Status: finished, final reports clean
- Die width: 86.1 um
- Hold_sp: A[8]
- Ys cells: 534
- Hpwl dp: 9210 um
- Relative slew slack: 35.8%
- Measured slew at the worst slew-check pin: 0.959 ns
- Sink of the worst hold path: Y[8]
- Die Ht: 86.1 um
- Via-to-Cell Ratio: 6.37
- Postcts setup bufs: 0
- Depth of the worst hold-timing path: 4
- Final setup viols: 0
- Cts hold-fix bufs: 0
- Initial antenna violation count: 0
- Core Density at Floorplan: 52.0%
- GPL Wtd Cong: 1.01
- Crit end category: primary output
- Global-route wire length before repair: 19700 um
- CP Launch Type: input pin
- DR vias: 4475
- Drc violations: 0
- Mean Syn Cell Area: 6.62 um2
- Flip-flops: 0
- Final worst-path setup slack: 15.30 ns
- Core region area: 6790 um2
- Port Buffer Count: 99
- Synthesis-to-finish area growth: 29.4%
- FF/Latch Area: 0 um2
- Post-synthesis cell area: 3530 um2
- Io pins: 99
- Synth unique cells: 69
- Pre-CTS setup slack: 15.47 ns
- Drt first-iter violations: 286
- Period utilization: 56.3%
- PwrDens: 20.0 nW/um2
- OpenROAD warnings: 33
- Largest net degree at the start of global routing: 42
- Cells along the critical path: clkdlybuf4s50_1 -> buf_4 -> inv_1 -> nand2_1 -> buf_4 -> nor2_2 -> a221oi_1 -> ha_1 -> a211oi_1 -> nor2_1 -> o41a_1 -> a221oi_1 -> a21boi_0 -> o21a_1 -> o21ai_0 -> mux2_2 -> a221oi_1 -> clkdlybuf4s50_1
- YS chip area: 3530 um2
- Crit path largest cell delay: 0.60 ns
- GRT overflow: 0
- Slew Limit Fails: 0
- Cts repair resizes: 0
- Worst Hold Class: in -> out
- Final Power: 91.6 uW
- CP arrival: 12.70 ns
- Cell type with the largest total area after synthesis: ha_1
- Fin crit period: 19.70 ns
- Worst vdd ir: 0.00984 mV
- Syn Inst Count: 534
- Maxcap violations: 0
- Crit-path max FO: 41
- Synth warn: 1
- Design area: 4570 um2
- RSZ-0062 raised after global routing: false
- Final hold slack: 14.94 ns
- # diodes: 0
- Final wirelength: 12400 um
- Critical path type: in -> out
- CP max-delay cell: a221oi_1
- Final Hold Vio Count: 0
- DP Area: 4570 um2
- Clock Buffer Count: 0
- CP most frequent cell: a221oi_1
- Lkg Pwr: 1.75 nW
- Routed Antenna Nets: 0
- First drt pass iteration count: 5
- Sequential share of the synthesized area: 0%
- Wire length per cell: 17.6 um
- Setup TNS: 0 ns
- Critical path required time: 28.00 ns
- Die Area: 7410 um2
- Top cell area share: 11.3%
- Layout cell share with drive strength beyond 1: 5.93%
- Rows: 30
- Synth area leaders: ha_1, xnor2_1, nand2_1, a221oi_1, a21oi_1
- GRT Overall Usage: 33.6%
- Max frequency: 0.0507 GHz
- Number of global-route vias before repair: 3877
-- critical path: cells and delay by family --
family                   cells  cell delay (ns)
AND-OR/OR-AND                8             2.50
buffers and inverters        5             1.96
AND/OR/NAND/NOR              3             0.50
adder cells (fa/ha/maj)      1             0.36
multiplexers                 1             0.35
-- metrics by stage --
step / util, % / cells
global route: 67.3 / 703
global placement: 67.3 / 703
detailed placement: 67.3 / 703
CTS: 67.3 / 703
floorplan: - / 534
finish: 67.3 / 703
-- logic make-up (layout without fill, tap and decap cells) --
family | after synthesis | after routing | share of synthesized area, %
AND-OR/OR-AND | 211 | 211 | 41.0
XOR/XNOR | 53 | 53 | 13.1
adder cells (fa/ha/maj) | 33 | 33 | 11.9
buffers and inverters | 54 | 127 | 5.98
multiplexers | 9 | 9 | 2.69
AND/OR/NAND/NOR | 174 | 174 | 25.3
-- cell type report --
cell class         instances  area (um2)
fillers                  588        2220
inverters                 20        75.1
multi-input cells        480        3320
well taps                 96         120
repair buffers           107        1050
-- how the worst max path moves through the flow --
stage / start / endpoint / slack, ns / depth (start not counted)
CTS: Op_code[0] / Y[23] / 15.44 / 19
global route: Op_code[0] / Y[23] / 15.03 / 19
finish: Op_code[0] / Y[23] / 15.30 / 18
-- cell usage after synthesis, types with 11 or more instances --
library cell  instances
clkbuf_1             29
inv_1                19
a21o_1               13
o21ai_0              42
nor2_1               30
nor3_1               11
a21oi_1              53
nand2_1              73
ha_1                 32
xor2_1               20
xnor2_1              33
a221oi_1             31
-- power by group --
group	internal [mW]	total (mW)	switching, mW
Sequential	0	0	0
Combinational	0.0470	0.0916	0.0447
Clock	0	0	0
Total	0.0470	0.0916	0.0447
-- per-layer routing --
| metal | wire length, um | global-route usage, % | vias to the layer above |
|---|---|---|---|
| met3 | 1180 | 3.13 | 16 |
| met4 | 148 | 6.21 | 0 |
| met1 | 5850 | 52.8 | 2037 |
| met5 | 0 | 0 | - |
| met2 | 5220 | 50.0 | 241 |
| li1 | - | - | 2181 |
-- cell usage in the layout (no fill, tap or decap), drive strengths merged, types with 3 or more instances in the layout --
cell type	n
clkdlybuf4s50	99
nand2	74
a21oi	53
o21ai	42
nor2	34
xnor2	33
a221oi	33
ha	32
xor2	20
inv	19
a21o	13
nor3	12
or3	11
o21a	10
buf	8
a22oi	7
a221o	7
nand2b	6
a211oi	5
nand4	5
mux2i	5
o21bai	4
nand3	4
a311oi	4
a21boi	4
mux2	4
o22ai	4
nor4	4
and3	3
a31oi	3
nor2b	3
a31o	3
o211ai	3
Power is estimated from default activity; no workload was simulated.
